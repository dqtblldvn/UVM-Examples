<file path="/design/flow/design.v">
module Counter(clk,rst,load,updn,en,datain,dataout);
	input clk,rst,load,updn,en;
	input [15:0] datain;
	output reg [15:0] dataout;
	always @(posedge clk or negedge rst)
		begin
			if (!rst)
				dataout <= 0;
			else
			begin
				if (!en)
					dataout <= dataout;
				else if (load)
					dataout <= datain;
				else case (updn)
					1'b0: begin
						if (dataout == 16'hFFFF)
							dataout <= 0;
						else dataout <= dataout + 1;
						end  
					1'b1: begin
						if (dataout == 16'h0000)
							dataout <= 16'hFFFF;
						else dataout <= dataout - 1;
						end  
					endcase  
			end
		end
endmodule  
</file>
<file path="/design/flow/run.sh">
#!/bin/bash
# OpenROAD 26Q1-2900-gdf79404cd8, Yosys 0.63+post, stock flow scripts
make -C /OpenROAD-flow-scripts/flow DESIGN_CONFIG=/design/flow/config.mk WORK_HOME=/design/flow/orfs finish
</file>
<file path="/design/flow/config.mk">
export PLATFORM = sky130hd
export DESIGN_NAME = Counter
export DESIGN_NICKNAME = Counter
export VERILOG_FILES = /design/flow/design.v
export SDC_FILE = /design/flow/constraint.sdc
export NUM_CORES = 4
export LEC_CHECK = 1
export CORE_AREA = 10 10 93 93
export DIE_AREA = 0 0 103 103
</file>
<file path="/design/flow/constraint.sdc">
current_design Counter

set clk_period 3.3
set clk_io_pct 0.2

create_clock -name clk0 -period $clk_period [get_ports {clk}]

set non_clock_inputs [all_inputs -no_clocks]
set_input_delay [expr $clk_period * $clk_io_pct] -clock clk0 $non_clock_inputs
set_output_delay [expr $clk_period * $clk_io_pct] -clock clk0 [all_outputs]
</file>
==> results.sh <==
# flow metrics
export IMPL_status="complete, no violations"
export IMPL_antenna_found_initial=0
export IMPL_clock_skew_ns=0.00148
export IMPL_grt_setup_unrepaired="no"
export IMPL_r2r_slack_ns=0.95
export IMPL_power_switching_w=0.000304
export IMPL_pwr_share_comb=0.356
export IMPL_async_flop_share=1.00
export IMPL_ir_worst_vdd_v=0.000116
export IMPL_leakage_nw=0.771
export IMPL_fin_area_mm2=0.00215
export IMPL_combGateArea_mm2=0.00116
export IMPL_end_kind="flip-flop"
export IMPL_grt_max_degree=25
export IMPL_pwr_share_clk=0.239
export IMPL_n_fill_cell=732
export IMPL_synth_cell_types=58
export IMPL_finalCriticalPeriod_ns=2.35
export IMPL_yosysChipArea_mm2=0.00172
export IMPL_num_rows=30
export IMPL_routed_wl_um=5770
export IMPL_flop_cell="dfrtp_1"
export IMPL_synth_area_mm2=0.00172
export IMPL_reg_largest_list="dataout: 16 flops"
export IMPL_yosysTopAreaCell="dfrtp_1"
export IMPL_antenna_diode_count=0
export IMPL_routabilityCongestion=0.926
export IMPL_area_growth_pct=24.6
export IMPL_max_clock_freq_ghz=0.426
export IMPL_power_density_mw_per_mm2=367
export IMPL_vias=1827
export IMPL_dpl_cell_count=324
export IMPL_worstSetupPathType="reg2reg"
export IMPL_clk_latency_ns=0.26
export IMPL_largest_reg_flops=16
export IMPL_layout_top_cells="clkdlybuf4s50_1 (36), o21ai_0 (16), dfrtp_1 (16)"
export IMPL_warning_count=27
export IMPL_place_area_mm2=0.00209
export IMPL_tightest_slew_ns=0.723
export IMPL_cp_arrival_ns=2.53
export IMPL_cts_resized=0
export IMPL_overflow=0
export IMPL_p_total_w=0.000787
export IMPL_hold_path_class="reg2reg"
export IMPL_netlist_instances=225
export IMPL_post_drt_wl_per_cell_um=17.6
export IMPL_grt_pass1_wl_um=9490
export IMPL_maxSlewViolCount=0
export IMPL_dr_first_iter_drc_count=181
export IMPL_cts_tree="done"
export IMPL_die_area_mm2=0.0106
export IMPL_clockRootBuffer="clkbuf_8"
export IMPL_drv_cap=0
export IMPL_io_pins=37
export IMPL_worstPathMaxFanout=15
export IMPL_htreeDepth=1
export IMPL_top_cells_by_area="dfrtp_1 (23%), o21ai_0 (4.6%), a31oi_1 (4.4%)"
export IMPL_cts_num_sinks=16
export IMPL_largest_register="dataout"
export IMPL_fp_coreArea_mm2=0.00676
export IMPL_seqPwrFrac=0.405
export IMPL_cts_reportedPaths_clkPinSlew_ns=0.08
export IMPL_hold_viol=0
export IMPL_slew_headroom=0.514
export IMPL_final_setup_tns_ns=0
export IMPL_die_w_um=103
export IMPL_yosysWarnings=1
export IMPL_yosys_stat_seqShare=0.232
export IMPL_synth_area_per_cell_um2=7.66
export IMPL_post_cts_buffers=0
export IMPL_synth_edff_count=0
export IMPL_switching_share=0.386
export IMPL_grt_pass1_vias=1827
export IMPL_setup_viol=0
export IMPL_die_y_um=103
export IMPL_track_usage=0.112
export IMPL_drive_gt1_frac=0.0806
export IMPL_cts_buffers=3
export IMPL_final_core_util=0.318
export IMPL_io_buffers=36
export IMPL_yosys_cells=225
export IMPL_viasPerCell=5.57
export IMPL_final_cells=328
export IMPL_drt_pass1_iter_count=4
export IMPL_period_used=0.711
export IMPL_drc_errors=0
export IMPL_seq_area_um2=400
export IMPL_hold_buffers=0
export IMPL_dpl_hpwl_um=4190
export IMPL_initial_core_util=0.255
export IMPL_layout_top_cell="clkdlybuf4s50_1"
export IMPL_top_cell_area_share=0.232
export IMPL_critPathRequiredTime_ns=3.48
export IMPL_drtAntennaViolNets=0
export IMPL_cts_buffer_depth=2
export IMPL_cp_start_kind="flip-flop"
export IMPL_p_int_w=0.000483
export IMPL_ys_flops=16
[synthesized netlist by cell type (2+ instances only)]
master and count:
o211ai_1 2, o2111ai_1 2, buf_2 7, a21oi_1 9, buf_4 5, dfrtp_1 16, nand3_1 15, inv_1 10
a311oi_1 3, nor4_1 2, o21ai_1 7, and3_1 2, xnor2_1 5, xor2_1 5, o31ai_1 3, nand2_1 14
nand4_1 7, a31oi_1 12, or3_1 7, o22ai_1 3, ha_1 3, nor2_1 13, nor2b_1 2, buf_6 2
clkbuf_1 7, nand2b_1 4, nand4_2 3, o21ai_0 16, nor3_1 7, and2_1 2, o221ai_1 3
[power by group through the flow]
stage,combinational [W],clock [W],sequential [W]
CTS,0.000284,0.000193,0.000317
finish,0.000280,0.000188,0.000318
global route,0.000314,0.000198,0.000328
[logic make-up (layout without fill, tap and decap cells)]
| kind of cell | after synthesis | in the layout | share of synthesized area |
|---|---|---|---|
| adder cells (fa/ha/maj) | 3 | 3 | 0.0218 |
| buffers and inverters | 33 | 56 | 0.0966 |
| XOR/XNOR | 10 | 10 | 0.0508 |
| AND/OR/NAND/NOR | 89 | 89 | 0.311 |
| AND-OR/OR-AND | 74 | 74 | 0.288 |
| flip-flops | 16 | 16 | 0.232 |
[routing by layer]
| metal | up-vias | wire length, um | global-route usage |
|---|---|---|---|
| met4 | 0 | 23 | 0.0182 |
| met5 | - | 0 | 0 |
| met3 | 2 | 610 | 0.0291 |
| met2 | 89 | 2640 | 0.172 |
| met1 | 833 | 2500 | 0.157 |
| li1 | 903 | - | - |
[metrics by stage]
step	hold WS, ns	setup WS [ns]
finish	0.673	0.952
global route	0.730	0.804
CTS	0.674	1.01
detailed placement	0.650	0.844
global placement	0.655	0.861
floorplan	0.364	1.53
[area by class of cell]
cell class / count / share of cell area
clock buffers: 4 / 0.0256
inverters: 12 / 0.0210
multi-input cells: 176 / 0.538
flip-flops and latches: 16 / 0.186
well taps: 80 / 0.0466
repair buffers: 40 / 0.182
[critical path, stage by stage (launching register included)]
cell	delay, ns
dfrtp_1	0.52
nor4_4	0.73
nand3_1	0.24
nor2_1	0.42
o21ai_0	0.17
a31oi_1	0.18
[path summary, 6_finish.rpt]
path	startpoint	end	cells after the start
max	dataout[4]	dataout[11]	5
min	dataout[10]	dataout[10]	2
max reg2reg	dataout[4]	dataout[11]	5
min reg2reg	dataout[10]	dataout[10]	2
max in group asynchronous	rst	dataout[7]	2
min in group asynchronous	rst	dataout[8]	2
